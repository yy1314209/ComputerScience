==> ./design.v <==
`timescale 1ns / 1ps
module reg_file(
input clk,
input rst_n,
input [4:0] r1_addr,
input [4:0] r2_addr,
input [4:0] r3_addr,
input [31:0] r3_din,
input r3_wr,
output reg [31:0] r1_dout,
output reg [31:0] r2_dout
    );
reg [31:0] r[0:31];
integer i;
always@(posedge clk,negedge rst_n)
begin
    if(~rst_n)
	 begin
		for(i=0;i<=31;i=i+1)
			r[i] <= 0;
	 end
	 else
	 begin
	 if(r3_wr)
	 r[r3_addr] <= r3_din;
	 r1_dout <= r[r1_addr];
	 r2_dout <= r[r2_addr];
	 end
end
endmodule
==> ./run.sh <==
#!/bin/bash
# OpenROAD 26Q1-2900-gdf79404cd8, Yosys 0.63+post, stock flow scripts
make -C /OpenROAD-flow-scripts/flow DESIGN_CONFIG=/design/flow/config.mk WORK_HOME=/design/flow/orfs finish
==> ./config.mk <==
export PLATFORM = sky130hd
export DESIGN_NAME = reg_file
export DESIGN_NICKNAME = reg_file
export VERILOG_FILES = /design/flow/design.v
export SDC_FILE = /design/flow/constraint.sdc
export NUM_CORES = 4
export LEC_CHECK = 1
export CORE_UTILIZATION = 30
==> ./constraint.sdc <==
current_design reg_file

set clk_period 2.8
set clk_io_pct 0.2

create_clock -name clk0 -period $clk_period [get_ports {clk}]

set non_clock_inputs [all_inputs -no_clocks]
set_input_delay [expr $clk_period * $clk_io_pct] -clock clk0 $non_clock_inputs
set_output_delay [expr $clk_period * $clk_io_pct] -clock clk0 [all_outputs]
==> job_summary.md <==
## Synthesis and layout report

| Metric | Value |
|---|---|
| Worst hold path class | in2async |
| Switching Share | 30.1% |
| Leakage power | 30.2 nW |
| Arrival time worst endpoint | 3.24 ns |
| Most frequent cell after synthesis | mux2_2 |
| Syn Area/Cell | 12.1 sq um |
| Initial antenna violation count | 13 |
| Final core occ | 39.6% |
| Max Freq | 391 MHz |
| Max VDD drop | 0.576 mV |
| Fin Hold WS | 0.473 ns |
| Starting Density | 30.3% |
| Via count | 48,100 |
| Port bufs | 113 |
| Cell count in the Yosys report | 4,429 |
| Clock skew | 0.0270 ns |
| Log Warnings | 26 |
| Largest net degree at the start of global routing | 69 |
| Part of the power in registers | 47.3% |
| Post-cts sizing count | 0 |
| GP Congestion | 1.09 |
| Yosys warns | 2 |
| Flops after synth | 1,088 |
| Mapped Cells | 4,429 |
| Status | complete, no violations |
| Worst Setup End Kind | register |
| NetSw | 14.2 mW |
| Tot GR Track Use | 37.5% |
| Critical path class | in2reg |
| Cell area after synthesis | 53,600 sq um |
| Max-cap violations | 0 |
| Clk slew on worst S/H paths | 0.06 ns |
| Total Power | 47.2 mW |
| Commonest flop | dfrtp_1 |
| Clock Tree Buf Depth | 3 |
| Pwr dens | 673 nW/um^2 |
| Cell Area, Placed | 65,600 sq um |
| IO Count | 114 |
| Core box area | 177,000 sq um |
| CTS Sinks | 1,088 |
| HPWL Detailed | 234 mm |
| Final WS setup | 0.241 ns |
| Int Power | 33.0 mW |
| Crit start category | primary input |
| Number of buffers created by CTS | 133 |
| Part of the power in combinational logic | 14.8% |
| Die area | 180,000 sq um |
| Worst Setup Slack post-DPL | -0.413 ns |
| Most frequent cells after synthesis | 1,045 x mux2_2, 1,024 x dfrtp_1, 711 x a22oi_1 |
| Normalized max-slew margin | 25.9% |
| Final Hold Fails | 0 |
| Unrepaired setup endpoints after global routing | false |
| Post-DRT Antenna Nets | 0 |
| Number of remaining DRC errors | 0 |
| Number of enable flip-flop cells | 64 |
| Yosys cell types | 69 |
| Insertion Delay late pin | 0.82 ns |
| First-pass GRT wire length | 439 mm |
| Total grt overflow | 0 |
| Post-CTS Hold Fix Bufs | 2 |
| Slew Viols, Final | 0 |
| Pre-antenna DRT Iters | 6 |
| Drt wl/cell | 43.2 um |
| Die width | 425 um |
| Final instance area | 70,100 sq um |
| Area leader share | 47.8% |
| Period minus WS final | 2.56 ns |
| DRT Wirelength | 328 mm |
| Synth area leader | dfrtp_1 |
| Post-CTS setup buffer count | 0 |
| Share of layout cells above drive strength 1 | 42.9% |
| Async SR Flop Fraction | 94.1% |
| TritonCTS clock tree | done |
| DRT iter0 DRCs | 5,884 |
| Via density | 6.34 |
| Number of global-route vias before repair | 48,300 |
| Post-synthesis sequential area ratio | 51.4% |
| CTS H-tree lvls | 4 |
| Area contributors post-synth | dfrtp_1 48%, mux2_2 22%, a22oi_1 10% |
| Die y size | 425 um |
| Slew @ Worst Pin | 1.10 ns |
| Yosys stat area | 53,600 sq um |
| Clock share of power | 37.9% |
| Worst R2R Setup Slack | 0.44 ns |
| Critical Path RT | 3.48 ns |
| Row count | 154 |
| Root buf cell | clkbuf_16 |
| Final period util | 91.4% |
| Layout area overhead | 30.7% |
| Final setup viols | 0 |
| Crit-path max FO | 9 |
placed cells by master, fill, tap and decap left out, types with 9 or more instances in the layout:
cell	count
a2111oi_0	13
a21oi_1	76
a221oi_1	35
a222oi_1	18
a22o_1	49
a22oi_1	711
a31oi_1	23
a32oi_1	21
and4_1	17
buf_12	218
buf_2	9
buf_4	654
bufinv_16	12
clkbuf_1	29
clkbuf_16	135
clkbuf_8	9
clkdlybuf4s50_1	102
clkinv_2	22
clkinvlp_4	11
dfrtp_1	1024
diode_2	11
edfxtp_1	64
mux2_2	1045
mux2i_1	55
nand2_1	194
nand2_2	11
nand2b_1	13
nand3_1	55
nand3b_1	9
nand4_1	104
nor2_1	107
nor2_4	69
nor2b_1	18
nor3_1	40
nor4_1	25
o21ai_0	35
o22ai_1	9
o32a_1	25
or3_1	9
layer usage:
layer  GRT usage [%]  wire (um)  part of all wire [%]  vias to the layer above
met5               0        141                 0.043                        -
met4            23.3      26900                   8.2                       20
met3            16.1      40200                    12                     1231
met2            52.6     138000                    42                     3367
met1            48.3     123000                    37                    24900
li1                -          -                     -                    18600
final timing paths:
| path | start | to | cells after the start |
|---|---|---|---|
| max | r2_addr[0] | r2_dout[17] | 10 |
| min | rst_n | r[13][17] | 3 |
| max reg2reg | r[14][8] | r2_dout[8] | 7 |
| min reg2reg | r[4][14] | r[4][14] | 1 |
| max in group asynchronous | rst_n | r[17][8] | 4 |
| min in group clk0 | r[4][14] | r[4][14] | 1 |
area by class of cell:
class | count | area [sq um]
diodes | 11 | 27.5
clock buffers | 173 | 3610
clock inverters | 67 | 830
fillers | 16700 | 107000
inverters | 5 | 18.8
multi-input cells | 2914 | 24700
flip-flops and latches | 1088 | 27500
well taps | 2340 | 2930
repair buffers | 985 | 10400
power groups by stage:
stage,sequential (mW),combinational (mW),clock (mW)
final,22.3,6.98,17.9
after global routing,22.5,7.37,18.7
after CTS,22.2,6.88,18.1
through the flow:
stage,setup TNS (ns),cells
final,0,7583
after global routing,0,7574
after CTS,0,7572
after detailed placement,-10.48,7330
after global placement,-10.38,7330
after floorplan,0,4429
critical path, stage by stage:
cell	delay, ns
buf_2	0.26
buf_4	0.24
nand2b_1	0.12
nor2_1	0.54
buf_12	0.22
a32oi_1	0.09
o21ai_0	0.71
a211oi_1	0.09
a31oi_1	0.25
buf_4	0.14
flip-flops by register name, summed over array words and instances, names as in the netlist:
register  cells
r2_dout      32
r          1024
r1_dout      32
cells by family (layout without fill, tap and decap cells):
group,Yosys count,after routing,synth area share (%)
buffers and inverters,427,1230,3.49
AND/OR/NAND/NOR,729,729,6.79
multiplexers,1106,1106,23.2
AND-OR/OR-AND,1079,1079,15.1
other,0,11,0
flip-flops,1088,1088,51.4
Power figures rest on the tool's default switching activity, not on a simulated workload.

<file path="./design.v">
`timescale 1ns / 1ps
module alu(
input signed [31:0] a,
input signed [31:0] b,
input [4:0] op,
output reg [31:0] out
    );
always@(*)
begin
    case(op)
	 0:out=0;
	 1:out=a+b;
	 2:out=a-b;
	 3:out=a&b;
	 4:out=a|b;
	 5:out=a^b;
	 6:out=~(a|b);
	 default:out=0;
	 endcase
end
endmodule
</file>
<file path="./run.sh">
#!/bin/bash
# OpenROAD 26Q1-2900-gdf79404cd8, Yosys 0.63+post, stock flow scripts
make -C /OpenROAD-flow-scripts/flow DESIGN_CONFIG=/design/flow/config.mk WORK_HOME=/design/flow/orfs finish
</file>
<file path="./config.mk">
export PLATFORM = sky130hd
export DESIGN_NAME = alu
export DESIGN_NICKNAME = alu
export VERILOG_FILES = /design/flow/design.v
export SDC_FILE = /design/flow/constraint.sdc
export NUM_CORES = 4
export LEC_CHECK = 1
export CORE_UTILIZATION = 50
</file>
<file path="./constraint.sdc">
current_design alu

set clk_period 15.4
set clk_io_pct 0.2

create_clock -name clk0 -period $clk_period

set non_clock_inputs [all_inputs -no_clocks]
set_input_delay [expr $clk_period * $clk_io_pct] -clock clk0 $non_clock_inputs
set_output_delay [expr $clk_period * $clk_io_pct] -clock clk0 [all_outputs]
</file>
==> notes.md <==
run metrics: WP buf/inv 2, Worst Hold Endpoint out[0], Yosys Instances 620, worst-path fanout max 6, tool warnings 66, largest net degree at the start of global routing 33, Unique cell types 53, num sequential 0, MaxCap Viol Count 0, layer with the highest usage met2, register share after synthesis 0%, yosys stat chip area 0.004219 mm^2, Rel. slew slack 53.84%, Synth area leader ha_1, Hold Path Class primary input to output port, synthesis warning total 1, # diodes 0, vias 4687, global route total overflow 0, Mapped Cells 620, ANT nets after route 0, setup bufs post-CTS 0, post-route minimum period 10890 ps, Final setup viols 0, Placer Congestion 0.9217, DRT iter0 DRCs 211, top area contributor share 28.47%, pre-CTS setup slack 4569 ps, Tot GR Track Use 28.57%, hold path start a[0], Worst Tran Pin Value 690.7 ps, Critical Path Max Stage Delay 550 ps, Worst setup SP type primary input, Post-DP HPWL 9610 um, flip-flop and latch area 0 um^2, hold_buf cts 0, Rows 33, PortBufs 101, die span in x 93.86 um, Final Util 65.12%, chip area 0.008810 mm^2, vias per cell 5.808, Remaining DRCs 0, wirelength, routed 12250 um, setup_tns 0 ps, per-cell routed wire length 15.18 um, Critical Path AT 7810 ps, Fin. Hold Viols 0, worst setup margin 4508 ps, WHS Path Cells 5, Critical Path End Type output port, DR pass1 iterations 4, syn avg cell area 6.805 um^2, total core area 0.008175 mm^2, Finished Layout Cells 807, most frequent cells after synthesis ha_1 (96), inv_1 (70), a21oi_1 (65), met2 Use GR 45.74%, Area growth, synth to finish 26.19%, GR Util met1 44.50%, worst-path cell chain clkdlybuf4s50_1 -> nor4_1 -> nand2_1 -> nor2_1 -> and3_1 -> nand2_1 -> o41ai_1 -> xnor2_1 -> ha_1 -> and2_1 -> and3_1 -> a221o_1 -> a21oi_1 -> o21ai_0 -> a22oi_1 -> mux2i_1 -> nand3_1 -> clkdlybuf4s50_1, first-pass GRT wire length 20180 um, placed cell count 807, count leader, synth ha_1, GRT met3 Usage 0.4115%, synthesized area 0.004219 mm^2, Slew Viols, Final 0, Die Y 93.86 um, fp util 51.61%, crit path from b[4], Largest cells by area ha_1 (28%), xnor2_1 (8.7%), a21oi_1 (7.7%), CLK BUF 0, maximum vdd drop 15.48 uV, slowest cell on the critical path nor4_1, vias in the first global route 4220, period utilization 70.72%, io pins 101, Pwr Density 31.70 mW/mm^2, CTS resizes 0, Crit path max-delay family simple AND/OR/NAND/NOR gates, initial antenna violation count 0, RSZ-0062 raised after global routing no, kind of critical path primary input to output port, f_max 0.09181 GHz, WP data required 12320 ps, outcome finished, final reports clean, fraction of layout cells with a size suffix above 1 2.707%, static leakage 0.002418 uW
-- worst max path at each step --
stage / endpoint / slack, ps / cells past startpoint
after CTS: out[28] / 4550 / 18
final: out[28] / 4510 / 18
after global routing: out[28] / 4260 / 18
-- metrics by stage --
| step | hold WS (ps) | total power (uW) | instance area (um^2) |
|---|---|---|---|
| detailed placement | 7307 | 166.6 | 5324 |
| global route | 7369 | 189.7 | 5324 |
| global placement | 7294 | 165.3 | 5324 |
| CTS | 7314 | 168.0 | 5324 |
| finish | 7306 | 168.8 | 5324 |
| floorplan | 6359 | 102.6 | 4219 |
-- metal layers --
metal	wire, um	part of all wire, %	up-vias
met1	6070	50	2127
li1	-	-	2411
met4	69	0.56	0
met5	0	0	-
met3	715	5.8	6
met2	5394	44	143
-- cells by family (layout without fill, tap and decap cells) --
| logic type | Yosys count | count (layout) | synth area share (%) |
|---|---|---|---|
| simple gates | 161 | 161 | 18.15 |
| mux | 3 | 3 | 0.7414 |
| compound gates | 207 | 207 | 31.76 |
| buf+inv | 96 | 178 | 8.600 |
| fa+ha+maj | 97 | 97 | 28.94 |
| xor+xnor | 56 | 56 | 11.80 |
-- report_power, final --
| group | internal (uW) | switching, uW | total [uW] |
|---|---|---|---|
| sequential | 0 | 0 | 0 |
| clock | 0 | 0 | 0 |
| combinational | 82.6 | 86.2 | 169 |
-- layout by cell type, fill, tap and decap left out, drive strengths merged, types with 9 or more instances in the layout --
master and instances:
nand2b 9, nand3 17, ha 96, nor2 51, o21ai 49, a21o 12, nand2 43, a31oi 10
xnor2 43, a221oi 29, xor2 13, inv 70, nor3 9, a21oi 65, clkdlybuf4s50 101
-- worst min-delay path, delay by kind of cell --
kind / cells / cell delay, ps
and+or+nand+nor: 2 / 110
adders and majority gates: 1 / 200
buffers and inverters: 2 / 820
-- final cells by class --
type / count / area [um^2]
fillers: 748 / 2851
inverters: 70 / 262.8
multi-input cells: 524 / 3866
well taps: 105 / 131.4
repair buffers: 108 / 1064
Power figures rest on the tool's default switching activity, not on a simulated workload.
